`flow/config.mk`:
```
export PLATFORM = sky130hd
export DESIGN_NAME = control_unit
export DESIGN_NICKNAME = control_unit
export VERILOG_FILES = /design/flow/design.v
export SDC_FILE = /design/flow/constraint.sdc
export NUM_CORES = 4
export LEC_CHECK = 1
export CORE_AREA = 10 10 70 70
export DIE_AREA = 0 0 80 80
```
`flow/constraint.sdc`:
```
current_design control_unit

set clk_period 3.5
set clk_io_pct 0.2

create_clock -name clk0 -period $clk_period

set non_clock_inputs [all_inputs -no_clocks]
set_input_delay [expr $clk_period * $clk_io_pct] -clock clk0 $non_clock_inputs
set_output_delay [expr $clk_period * $clk_io_pct] -clock clk0 [all_outputs]
```
`flow/design.v`:
```
`timescale 1ns / 1ps
module control_unit(op,funct3,funct7,resultsrc,memwrite,alusrc,regwrite,immsrc,alucontrol,branch,jump);
input [6:0]op;
input [2:0]funct3;
input funct7;
output reg [1:0]immsrc,resultsrc;
output reg[2:0]alucontrol;
output reg memwrite,alusrc,regwrite;
reg [1:0]aluop;
output reg branch,jump;
always@(*) begin
case(op)
7'b0000011: begin  
regwrite=1'b1;
immsrc=2'b00;
alusrc=1'b1;
memwrite=1'b0;
resultsrc=2'b01;
aluop=2'b00;
branch=1'b0;
jump=1'b0;
end
7'b0100011: begin  
regwrite=1'b0;
immsrc=2'b01;
alusrc=1'b1;
memwrite=1'b1;
aluop=2'b00;
branch=1'b0;
jump=1'b0;
end
7'b0110011: begin  
regwrite=1'b1;
alusrc=1'b0;
memwrite=1'b0;
resultsrc=2'b00;
aluop=2'b10;
branch=1'b0;
jump=1'b0;
end
7'b1100011:begin  
regwrite=1'b0;
immsrc=2'b10;
alusrc=1'b0;
memwrite=1'b0;
aluop=2'b01;
branch=1'b1;
jump=1'b0;
end
7'b0010011: begin  
regwrite=1'b1;
immsrc=2'b00;
alusrc=1'b1;
memwrite=1'b0;
resultsrc=2'b00;
aluop=2'b10; 
branch=1'b0;
jump=1'b0;
end
7'b1101111: begin 
regwrite=1'b1;
immsrc=2'b11;
memwrite=1'b0;
resultsrc=2'b10;
branch=1'b0;
jump=1'b1;
end
default: begin
regwrite=1'b0;
immsrc=2'b00;
alusrc=1'b0;
memwrite=1'b0;
resultsrc=2'b00;
aluop=2'b00;
branch=1'b0;
jump=1'b0;
end
endcase
case(aluop) 
2'b00:alucontrol=3'b000;
2'b01:alucontrol=3'b001;
2'b10: begin 
case(funct3)
3'b000:begin
if(op[5]==1 && funct7==1) alucontrol<=3'b001;
else alucontrol<=3'b000;end
3'b010:alucontrol=3'b101; 
3'b110:alucontrol=3'b010 ;
3'b111:alucontrol=3'b011 ; 
default: alucontrol=3'b000;
endcase
end
default: alucontrol=3'b000;
endcase
end
endmodule
```
`flow/run.sh`:
```
#!/bin/bash
# OpenROAD 26Q1-2900-gdf79404cd8, Yosys 0.63+post, stock flow scripts
make -C /OpenROAD-flow-scripts/flow DESIGN_CONFIG=/design/flow/config.mk WORK_HOME=/design/flow/orfs finish
```
==> Slide: Implementation Results <==
Implementation Results

Synth
  – Yosys cell count: 43
  – Netlist Area Pre-Place: 339 um^2
  – Ys Warns: 3
  – Synth cell types: 21
  – Synthesized registers: 7
  – Avg Inst Size Synth: 7.89 um^2
  – Yosys Chip Area: 339 um^2
  – Cells after Synth: 43

Layout
  – Area grow syn2layout: 124%
  – Post-layout util: 0.222
  – Flop area: 105 um^2
  – Gate Area: 260 um^2
  – Share of layout cells above drive strength 1: 0.309
  – # fillers: 383

Route
  – Routed length per instance: 10.6 um
  – DR iter-0 viols: 15
  – TritonRoute pass-1 iters: 4
  – Drt via density: 3.57
  – Antenna Cells: 0
  – Post-route ant nets: 0
  – DR vias: 453
  – DRC viols: 0
  – Final WL: 1350 um

Placed design
  – Final HPWL DP: 1160 um
  – Gpl congestion: 0.923
  – PortBufs: 23

Setup path
  – Crit path capture: alucontrol[0]
  – CP peak stage delay: 0.47 ns
  – Crit path DAT: 2.69 ns
  – Worst path bufs/invs: 2
  – Kind of cell adding the most delay to the critical path: simple AND/OR/NAND/NOR gates
  – Critical path depth in cells: 8
  – CP Class: in -> out
  – CP Cell Sequence: dlygate4sd2_1 -> nand4b_4 -> nor3_4 -> a22o_1 -> ha_2 -> or4b_4 -> a21oi_2 -> clkdlybuf4s50_1
  – Worst-path fanout max: 3
  – Slowest cell on crit path: clkdlybuf4s50_1
  – Startpoint Class: primary input
  – WP data required: 2.80 ns
  – Crit path from: op[4]
  – CP endpoint kind: output pin

GRT
  – Total congestion overflow: 0
  – Vias in the first global route: 478
  – First-pass GRT wire length: 2260 um
  – Tot GR Track Use: 0.0417
  – Initial antenna violation count: 0
  – Largest net degree at the start of global routing: 7

Power and ir drop
  – Worst vdd ir: 20.5 uV
  – Leakage: 0.300 nW
  – Power per Cell Area: 48.7 nW/um^2

Final timing
  – Final Critical Period: 3.39 ns
  – Count of unclocked register or latch pins: 7
  – Slew Limit Fails: 0
  – Maximum clock frequency: 295 MHz
  – Rel. slew slack: 0.892
  – Final hold violations: 0
  – Final setup fails: 0
  – Final period util: 0.970
  – Worst hold-check slack: 1.99 ns
  – Least-Margin Pin Slew: 0.161 ns
  – Number of unconstrained endpoints: 12

Floorplan
  – Total core area: 3420 um^2
  – Chip Height: 80 um
  – FP Util: 0.0993
  – Die ar.: 6400 um^2
  – Die Wd: 80 um
  – Total I/O pin count: 23
  – # rows: 21

Outcome
  – Status: finished clean

Min path
  – Tightest Hold Check Type: in -> out
  – Hold Crit Start: op[6]

Flow run
  – Max-Cap Viols: 0
  – Number of warnings in the stage logs: 33
## metal layers
layer	vias up	GRT usage	share of wire
met4	0	0	0
met1	206	0.0540	0.43
met3	0	0.0114	0.071
li1	237	-	-
met5	-	0	0
met2	10	0.0714	0.49
## timing repair
action                                  in CTS  in global routing
endpoints found under the setup margin       2                  1
pin swaps                                    3                  6
hold buffers                                 0                  0
resized                                     10                  9
buffers inserted                             1                  2
## cell usage after synthesis, drive strengths merged
cell	n	area, um^2
a21oi	6	30.0
nor3	6	35.0
dlxtn	5	75.1
nor2	4	15.0
dlxtp	2	30.0
ha	2	25.0
inv	2	7.51
nand2	2	7.51
nand3	2	10.0
or2	2	12.5
a22o	1	8.76
a22oi	1	7.51
a41oi	1	8.76
and2	1	6.26
and3	1	6.26
nand4b	1	23.8
nor2b	1	6.26
nor3b	1	7.51
o22ai	1	6.26
or4b	1	10.0
## where the power goes
part	switching (mW)	leakage, nW	internal [mW]
registers	0.0000588	0.0527	0.000739
clock network	0	0	0
logic	0.0160	0.248	0.0201
total	0.0161	0.300	0.0209
## per-stage QoR
stage / area, um^2 / setup WS [ns] / TNS, ns / instances / total power, mW
after floorplan: 339 / 0.785 / 0 / 43 / 0.00863
after global placement: 717 / -0.222 / -0.399 / 124 / 0.0364
after CTS: 728 / 0.0107 / 0 / 125 / 0.0350
final: 758 / 0.106 / 0 / 127 / 0.0369
after global routing: 758 / -0.00500 / -0.00500 / 127 / 0.0405
after detailed placement: 717 / -0.257 / -0.438 / 124 / 0.0365
## flip-flops by register name (all words and copies together) (netlist names)
signal / count
aluop: 2
alusrc: 1
immsrc: 2
resultsrc: 2
## kinds of logic after synthesis
group,synth area share
compound gates,0.181
fa+ha+maj,0.0738
buf+inv,0.0221
latches,0.310
simple gates,0.413
## layout by cell type, fill, tap and decap left out, types with 2 or more instances in the layout
master,instances
a21oi_1,5
inv_1,2
or2_1,2
nor2_1,4
dlxtp_1,2
nor3_1,4
buf_4,15
nand2_1,2
nand3_1,2
clkdlybuf4s50_1,16
dlygate4sd2_1,4
clkbuf_2,2
dlxtn_1,5
## how the worst min path moves through the flow
stage | end | slack [ns] | depth (start not counted)
final | memwrite | 1.99 | 3
after global routing | memwrite | 2.04 | 3
after CTS | memwrite | 2.17 | 3
## layout make-up
| type | count | area share |
|---|---|---|
| timing repair buffer | 38 | 0.432 |
| multi-input combinational | 34 | 0.343 |
| sequential | 7 | 0.139 |
| tap | 46 | 0.0759 |
| inverter | 2 | 0.00990 |
Power is estimated from default activity; no workload was simulated.
