## design/flow/design.v

```verilog
`timescale 1ns / 1ps
module hazard_unit(rst,regwriteM,regwriteW,RdM,RdW,Rs1E,Rs2E,forwardAE,forwardBE);
input rst,regwriteM,regwriteW;
input [4:0]RdM,RdW,Rs1E,Rs2E;
output [1:0]forwardAE,forwardBE;
assign forwardAE=(rst==1'b0)?2'b00:
        ((regwriteM==1'b1)&(RdM!=0)&(RdM==Rs1E))?2'b10:
        ((regwriteW==1'b1)&(RdW!=0)&(RdW==Rs1E))?2'b01:2'b00;
assign forwardBE=(rst==1'b0)?2'b00:((regwriteM==1'b1)&(RdM!=0)&(RdM==Rs2E))?2'b10:
        ((regwriteW==1'b1)&(RdW!=0)&(RdW==Rs2E))?2'b01:2'b00;
endmodule
```

## design/flow/run.sh

```bash
#!/bin/bash
# OpenROAD 26Q1-2900-gdf79404cd8, Yosys 0.63+post, stock flow scripts
make -C /OpenROAD-flow-scripts/flow DESIGN_CONFIG=/design/flow/config.mk WORK_HOME=/design/flow/orfs finish
```

## design/flow/config.mk

```make
export PLATFORM = sky130hd
export DESIGN_NAME = hazard_unit
export DESIGN_NICKNAME = hazard_unit
export VERILOG_FILES = /design/flow/design.v
export SDC_FILE = /design/flow/constraint.sdc
export NUM_CORES = 4
export LEC_CHECK = 1
export CORE_AREA = 10 10 70 70
export DIE_AREA = 0 0 80 80
```

## design/flow/constraint.sdc

```tcl
current_design hazard_unit

set clk_period 2.5
set clk_io_pct 0.2

create_clock -name clk0 -period $clk_period

set non_clock_inputs [all_inputs -no_clocks]
set_input_delay [expr $clk_period * $clk_io_pct] -clock clk0 $non_clock_inputs
set_output_delay [expr $clk_period * $clk_io_pct] -clock clk0 [all_outputs]
```

==> impl_metrics.toml <==
# physical design summary
[detailed_routing]
drt_iter0_drc = 3
final_antenna_net_count = 0
first_pass_iters = 4
routed_wirelength_mm = 1.385
vias = 426
viasPerCell = 3.354
drc = 0
wl_per_cell_um = 10.91

[place]
port_buffers = 27
dp_cells = 124
globalplace.congestion = 0.8268

[final_timing]
period_used_share = 0.9858
fmax_ghz = 0.4057
setup_viol_count_final = 0
hold_violations = 0
finalSetupTns_ns = 0
drv_slew = 0
relSlewSlack = 0.8012
period_needed_ns = 2.465
rsz0062_at_grt = "true"
worst_slew_pin_slew_ns = 0.2957

[power_and_ir_drop]
power.density_nw_per_um2 = 133.0
comb_power_share = 1.000
p_leak_nw = 0.3372
p_sw_uw = 41.31
clkPwrFrac = 0
seqPwrFrac = 0
p_total_uw = 103.1
p_int_uw = 61.83
swShare = 0.4005
vdd_drop_max_mv = 0.06655

[synth]
netlist_instances = 36
yosys.area_share.simple = 0.3511
top_logic_kind = "XOR/XNOR gates"
yosys.area_share.aoi = 0.02667
ys_sh_mux = 0
yosysChipArea_sq_um = 281.5
xor_share = 0.6222
ys_seq_share = 0
synth.distinct_cells = 11
syn-cell-area_sq_um = 281.5
adder_share = 0
ys_cells = 36
yosys_warnings = 0
synth.avg_cell_area_sq_um = 7.820

[setup_path]
path_delay_family = "simple AND/OR/NAND/NOR gates"
crit_buf_inv = 2
crit_type = "in2out"
startpoint_type = "primary input"
crit_required_ns = 2.00
worstPathArrival_ns = 1.96
slowest_stage = "or4_4"
path_max_fanout = 3
path_cells = "clkdlybuf4s15_2, or4_4, nor2_4, nor4_4, and2_1, clkdlybuf4s50_1"
cpPeakStageDelay_ns = 0.52
endpoint_kind = "output pin"

[floorplan]
fp_util = 0.08242
die_x_um = 80
rows = 21
die_area_sq_um = 6400
die_y_um = 80
ios = 27
core_sq_um = 3416

[grt]
grt_pass1_wl_mm = 2.201
grt_max_degree = 4
grt_pass1_vias = 432
grt_overflow = 0
antenna_found_initial = 1
track_usage = 0.04255

[final_layout]
drive_gt1_frac = 0.4000
final_cells = 127
nFillCells = 376
seqCellArea_sq_um = 0
logic_area_sq_um = 337.8
seq_cells = 0
clkbuf_count = 0
area_growth_pct = 175.6

[flow_run]
warnings = 33
maxCapViolations = 0

[status]
status = "completed"

[min_path]
hold_class = "in2out"
==> stage by stage <==
stage	area, sq um	setup slack [ns]	utilization	hold slack [ns]
2_1_floorplan	281.5	0.6697	-	1.072
3_3_place_gp	721.9	-0.3931	0.2114	1.988
3_5_place_dp	721.9	-0.4088	0.2114	1.973
4_1_cts	773.2	0.0003884	0.2264	1.730
5_1_grt	775.7	-0.006825	0.2271	1.718
6_report	775.7	0.03542	0.2271	1.669
==> layer usage <==
metal,vias to the layer above,global-route usage,wire (um)
met5,-,0,0
met3,0,0.02159,219
met4,0,0,0
li1,219,-,-
met1,180,0.08146,863
met2,27,0.03371,302
==> power groups by stage <==
stage,logic [mW],clock network (mW),registers [mW]
6_report,0.103,0.0000000534,0
5_1_grt,0.111,0.0000000534,0
4_1_cts,0.104,0,0
==> path summary, 6_finish.rpt <==
kind | start | end | slack, ns | cells past startpoint
max | RdM[3] | forwardBE[1] | 0.04 | 6
min | RdW[3] | forwardBE[0] | 1.67 | 6
==> cell type report <==
type | instances | share of cell area
Antenna cell | 1 | 0.003226
Multi-Input combinational cell | 36 | 0.4355
Tap cell | 46 | 0.07419
Timing Repair Buffer | 44 | 0.4871
==> kinds of logic (layout without fill, tap and decap cells) <==
logic type,after synthesis,after routing
xor+xnor,20,20
simple gates,15,15
compound gates,1,1
other cells,0,1
buf+inv,0,44
==> synthesized netlist by cell type <==
library cell	instances	area [sq um]
nor4_1	2	12.51
or4_1	2	15.01
xor2_1	10	87.58
nor3_2	2	20.02
nor2_2	1	6.260
nand4_1	2	12.51
o211ai_1	1	7.510
nand3_1	2	10.01
xnor2_1	10	87.58
nor3_1	2	10.01
and2_1	2	12.51
==> worst min-delay path: cells and delay by family <==
family / cells / cell delay (ns)
xor+xnor: 1 / 0.06
buf+inv: 3 / 0.47
simple gates: 2 / 0.13
==> cell usage in the layout, fill, tap and decap left out, drive strengths merged, types with 2 or more instances in the layout <==
cell type / n
and2: 2
xnor2: 10
buf: 19
clkdlybuf4s15: 4
dlymetal6s2s: 2
nor3: 4
nor4: 2
or4: 2
nand3: 2
nand4: 2
clkdlybuf4s50: 5
xor2: 10
dlygate4sd2: 13
==> timing repair <==
item | 4_1_cts | 5_1_grt
hold buffers | 0 | 0
gates resized | 43 | 3
setup buffers | 2 | 0
endpoints found under the hold margin | 0 | 0
pin swaps | 15 | 4
endpoints found under the setup margin | 4 | 4
Power and IR drop assume default switching activity.
